==> ./design.v <==
module Gen_relojes(
    output reg clk_out,
    input clk_in);
reg [31:0] counter= 32'd0;
parameter DIVISOR = 32'd2;
always @(posedge clk_in)
begin
 counter <= counter + 32'd1;
 if(counter>=(DIVISOR-1))
  counter <= 32'd0;
 clk_out <= (counter<DIVISOR/2)?1'b1:1'b0;
end 
endmodule
==> ./run.sh <==
#!/bin/bash
# OpenROAD 26Q1-2900-gdf79404cd8, Yosys 0.63+post, stock flow scripts
make -C /OpenROAD-flow-scripts/flow DESIGN_CONFIG=/design/flow/config.mk WORK_HOME=/design/flow/orfs finish
==> ./config.mk <==
export PLATFORM = sky130hd
export DESIGN_NAME = Gen_relojes
export DESIGN_NICKNAME = Gen_relojes
export VERILOG_FILES = /design/flow/design.v
export SDC_FILE = /design/flow/constraint.sdc
export NUM_CORES = 4
export LEC_CHECK = 1
export CORE_AREA = 10 10 96 96
export DIE_AREA = 0 0 106 106
==> ./constraint.sdc <==
current_design Gen_relojes

set clk_period 1.7
set clk_io_pct 0.2

create_clock -name clk0 -period $clk_period [get_ports {clk_in}]

set non_clock_inputs [all_inputs -no_clocks]
set_input_delay [expr $clk_period * $clk_io_pct] -clock clk0 $non_clock_inputs
set_output_delay [expr $clk_period * $clk_io_pct] -clock clk0 [all_outputs]
==> datasheet_impl.txt <==
Characteristics after synthesis and place and route

Parameter                              Value

Floorplan
  Standard-cell row count    31
  Die boundary width    106 µm
  Die height    106 µm
  Die Footprint    11200 µm²
  Boundary Pins    2
  Core utilization at floorplan    11.8%
  Area of the placeable core    7210 µm²

Global routing
  Global-route wire length before repair    1.39 mm
  Total overflow reported by the global router    0
  Number of antenna violations at the first check in global routing    0
  GRT Resource Usage Total    1.50%
  Pin count of the biggest net entering global routing    11
  Number of global-route vias before repair    359

Route
  # diodes    0
  Vias per inst    2.19
  Length of routed wiring on met1    392 µm
  Tally of nets with antenna violations remaining after routing    0
  Top layer in use    met4
  Number of design rule violations left after detail routing    0
  Number of iterations in the first detailed-routing pass    3
  Routed length on met3    39 µm
  Wire length on met2    337 µm
  Number of design-rule violations left by the first detailed-router iteration    27
  DR vias    424
  Detail-routed net length per standard cell    4.25 µm
  Detailed Route WL    825 µm

Job
  Count of warning messages emitted by the tools    27
  Number of violations of the max-capacitance limit    0

Timing
  Part of the cycle the worst path needs    81.7%
  Clock tree skew after final layout    2.79 ps
  Number of pins exceeding their max-slew limit in the final report    0
  Final setup fails    0
  Setup tns final    0 ps
  Min Tclk post-route    1390 ps
  Setup repair after global routing missed its margin    no
  Number of failing hold endpoints at the final stage    0
  Achievable frequency    0.720 GHz

Synthesis
  Post-Synthesis Cell Area    851 µm²
  Mean cell area of the mapped netlist    14.7 µm²
  Count of warnings emitted by yosys    1
  Sequential share of the synthesized area    77.6%
  Most area-hungry cell type in the Yosys netlist    sky130_fd_sc_hd__dfxtp_1
  Area fraction of the dominant cell type after synthesis    77.6%
  Instance count of the mapped netlist    58
  Count of instantiated cells in the yosys netlist    58
  Number of flip-flops and latches in the synthesized netlist    33
  Library cells used by synthesis    13
  Chip area in the Yosys report    851 µm²
  Synth area leaders    sky130_fd_sc_hd__dfxtp_1 (78%), sky130_fd_sc_hd__ha_1 (4.4%), sky130_fd_sc_hd__nor4_1 (3.7%), sky130_fd_sc_hd__nor4b_2 (3.5%), sky130_fd_sc_hd__nor4_2 (2.9%)

Placement
  Instance count after placement with tap cells included    186
  Routability-driven placement congestion ratio    0.636
  Count of port buffers added during placement    1

Critical path
  Slack of the worst reg-to-reg path    360 ps
  Worst path cell trace    clkdlybuf4s50_1
  Data arrival time of the critical path    1050 ps
  CP Buf/Inv Count    1
  Cell type of the slowest stage on the worst timing path    sky130_fd_sc_hd__clkdlybuf4s50_1
  Kind of end point of the critical path    primary output
  Nature of the critical path startpoint    flip-flop
  Required time worst endpoint    1360 ps
  Crit path kind    flip-flop to primary output
  Slowest stage delay, CP    470 ps
  Critical path fanouts, max    1
  Family with the most delay on the worst path    buffers and inverters

CTS
  Clock root buffer master    sky130_fd_sc_hd__clkbuf_8
  Total clock sinks    33
  Reg clk slew, reported paths    60 ps
  TritonCTS Buffers    5
  CTS hold repair buffers    0
  Post-CTS Setup Repair Bufs    0
  Number of gates given a new drive strength after cts    0
  H-Tree Level Count    2
  TritonCTS clock tree    yes
  Clock Path Buffers    2
  Later-pin clock latency in the skew report    270 ps

Cells and area
  Fill count    798
  Comb. cell area    288 µm²
  Number of standard cells in the final layout excluding fillers    194
  Total area of sequential cells    661 µm²
  Most frequent cells in the layout    sky130_fd_sc_hd__dfxtp_1 (33), sky130_fd_sc_hd__conb_1 (29), sky130_fd_sc_hd__nor4_1 (5), sky130_fd_sc_hd__clkbuf_8 (5)
  Most frequently placed logic cell in the final layout    sky130_fd_sc_hd__dfxtp_1
  Signed area change from the synthesized netlist to the final layout    37.8%
  Share of post-route cells with drive strength above 1    12.6%
  Final design utilization    16.3%

Pwr
  Leak Pwr    0.472 nW
  Total power    1.36 mW
  Sw Ratio    19.1%
  Cell Int Power    1.10 mW
  Combinational cell fraction of total power    0.9%
  Switching component of the power    0.259 mW
  Reg power frac    60.6%
  Worst vdd ir    539 µV
  Power share of the clock group    38.5%
  Power density over cell area    1160 nW/µm²

Hold path
  Worst hold path type    flip-flop to flip-flop

Outcome
  Run status    complete, no violations
==> per-layer routing <==
metal  up-vias  track usage, %
met4         0           0.967
met2         7            2.30
met1       173            1.63
met5         -               0
li1        240               -
met3         4           0.734
==> state kept, by name, summed over array words and instances (netlist names) <==
register	flops
counter	32
clk_out	1
==> worst paths after layout <==
kind               startpoint    endpoint  depth (start not counted)
hold reg to reg   counter[28]  counter[2]                          3
hold / removal    counter[28]  counter[2]                          3
setup / recovery      clk_out     clk_out                          1
setup reg to reg   counter[0]  counter[1]                          5
==> stage by stage <==
step           cell area [µm²]  hold slack [ps]  setup slack, ps
2_1_floorplan              956              510              517
3_3_place_gp              1090              535              399
3_5_place_dp              1090              544              390
4_1_cts                   1170              550              273
5_1_grt                   1170              577              190
6_report                  1170              554              312
==> power by group through the flow <==
stage,combinational (mW),sequential (mW),clock [mW]
final,0.0129,0.822,0.522
after global routing,0.0174,0.825,0.573
after CTS,0.0136,0.822,0.543
==> synth_stat cells <==
master	instances
sky130_fd_sc_hd__nand2b_1	2
sky130_fd_sc_hd__nand2_1	1
sky130_fd_sc_hd__dfxtp_1	33
sky130_fd_sc_hd__conb_1	1
sky130_fd_sc_hd__nor3_1	2
sky130_fd_sc_hd__nor4_1	5
sky130_fd_sc_hd__inv_1	2
sky130_fd_sc_hd__nor4b_2	2
sky130_fd_sc_hd__nor4_2	2
sky130_fd_sc_hd__nand4_2	1
sky130_fd_sc_hd__nand3_1	1
sky130_fd_sc_hd__nor2_1	3
sky130_fd_sc_hd__ha_1	3
==> cell families after synthesis <==
family | Yosys count | synth area share (%)
flip-flops | 33 | 77.6
other | 1 | 0.441
buffers and inverters | 2 | 0.883
adder cells (fa/ha/maj) | 3 | 4.41
AND/OR/NAND/NOR | 19 | 16.6
==> worst reg2reg max path, stage by stage (launching register included) <==
cell and delay (ps):
sky130_fd_sc_hd__dfxtp_1 340, sky130_fd_sc_hd__inv_1 60, sky130_fd_sc_hd__ha_1 130, sky130_fd_sc_hd__nor4b_2 210, sky130_fd_sc_hd__nand4_2 190, sky130_fd_sc_hd__nor4_1 310
==> area by class of cell <==
type                       count  share of cell area (%)
clock inverter                 2                   0.854
multi-input combinational     51                    24.5
tap                           99                    10.6
sequential                    33                    56.4
clock buffer                   6                    6.19
timing repair buffer           1                   0.854
inverter                       2                   0.640
Power and IR drop assume default switching activity.
